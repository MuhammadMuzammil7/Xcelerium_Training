$ cat config.mk
export PLATFORM = sky130hd
export DESIGN_NAME = barrel_shifter
export DESIGN_NICKNAME = barrel_shifter
export VERILOG_FILES = /design/flow/design.v
export SDC_FILE = /design/flow/constraint.sdc
export NUM_CORES = 4
export LEC_CHECK = 1
export CORE_UTILIZATION = 50
$ cat constraint.sdc
current_design barrel_shifter

set clk_period 3.7
set clk_io_pct 0.2

create_clock -name clk0 -period $clk_period

set non_clock_inputs [all_inputs -no_clocks]
set_input_delay [expr $clk_period * $clk_io_pct] -clock clk0 $non_clock_inputs
set_output_delay [expr $clk_period * $clk_io_pct] -clock clk0 [all_outputs]
$ cat design.v
module barrel_shifter (
    output logic [31:0] data_out,
    input  logic [31:0] data_in,
    input  logic [4:0]  shift_amt,    
    input  logic        dir           
);
    always_comb begin
        if (dir == 1'b0)
            data_out = data_in << shift_amt;    
        else
            data_out = data_in >> shift_amt;    
    end
endmodule
$ cat run.sh
#!/bin/bash
# OpenROAD 26Q1-2900-gdf79404cd8, Yosys 0.63+post, stock flow scripts
make -C /OpenROAD-flow-scripts/flow DESIGN_CONFIG=/design/flow/config.mk WORK_HOME=/design/flow/orfs finish
==> impl_metrics.json <==
{
  "p_seq_share_pct": 0,
  "vias_per_cell": 7.238,
  "hold_viol": 0,
  "slew_violations": 0,
  "fp-utilization_pct": 51.97,
  "synth.most_common_cell": "nor2_1",
  "yosys-top-cells-count": "nor2_1, mux2i_1, nand2_1",
  "power_density_nw_per_um2": 157.1,
  "combPwrFrac_pct": 100.0,
  "rows": 31,
  "drt_iter0_markers": 684,
  "fmaxAchievable_ghz": 0.2702,
  "power_uw": 817.8,
  "preCtsSetupSlack_ns": -0.003828,
  "max_slew_margin_pct": 63.65,
  "yosysChipArea_sq_um": 3790,
  "top_cells_by_area": "mux4_2, mux2i_1, mux2_2",
  "drtPass1Iterations": 5,
  "wirelength_um": 17450,
  "tool_warnings": 34,
  "n_clock_buffer": 0,
  "violations": "negative setup slack",
  "drc": 0,
  "yosys_warnings": 1,
  "path_max_fanout": 8,
  "cp_data_required_time_ns": 2.96,
  "drive_above_1_share_pct": 29.59,
  "internal-power_uw": 400.3,
  "setup_slack_ns": -0.001350,
  "grt_remaining_overflow": 0,
  "gp_congestion": 1.159,
  "ys_seq_share_pct": 0,
  "tightest_slew_ns": 0.5447,
  "detail_route.wl_per_cell_um": 24.44,
  "cp-end-kind": "primary output",
  "chipHeight_um": 89.06,
  "fin_crit_sh_pct": 100.0,
  "cts_hold_buf": 0,
  "comb_area_sq_um": 3545,
  "grt_pass1_wl_um": 25720,
  "crit_arrival_ns": 2.96,
  "leakage_nw": 2.176,
  "dieArea_sq_um": 7932,
  "netlist_instances": 497,
  "vias": 5168,
  "core-area_sq_um": 7292,
  "antenna_cells": 0,
  "switching_share_pct": 51.05,
  "ir_drop_mv": 0.1326,
  "grt_pass1_vias": 4500,
  "grt_max_degree": 28,
  "io_pins": 70,
  "synth_area_sq_um": 3790,
  "synth.distinct_cells": 64,
  "ff_count": 0,
  "ys_cells": 497,
  "final_antenna_net_count": 0,
  "syn_to_final_growth_pct": 37.37,
  "hp-class": "input port to primary output",
  "cap_violations": 0,
  "p_clk_share_pct": 0,
  "synth_top_area_share_pct": 14.86,
  "p_switching_uw": 417.5,
  "layout_min_cycle_time_ns": 3.701,
  "crit_type": "input port to primary output",
  "register_area_sq_um": 0,
  "rsz0062_at_grt": "yes",
  "dp_hpwl_um": 13750,
  "n_fill_cell": 632,
  "numPortBuffers": 70,
  "antenna_found_initial": 0,
  "critPathLaunchType": "input port",
  "hold_ws_ns": 2.334,
  "top_area_cell": "mux4_2",
  "gr-usage-all-layers_pct": 45.23,
  "die_width_um": 89.06,
  "postSynthAreaPerCell_sq_um": 7.626,
  "setup_violations": 1,
  "outcome": "finished with violations"
}
metrics by stage:
step	util, %	TNS [ns]	cells	instance area [sq um]
2_1_floorplan	-	0	497	3790
3_3_place_gp	69.27	0	708	5051
3_5_place_dp	69.27	-0.003828	708	5051
4_1_cts	69.44	0	709	5064
5_1_grt	71.40	-0.2017	714	5206
6_report	71.40	-0.001350	714	5206
power by group through the flow:
stage                 registers (mW)  clock network (mW)  logic [mW]
after CTS                          0                   0       0.772
after global routing               0                   0       0.859
final                              0                   0       0.818
what timing repair did:
item | in CTS | in global routing
pin swaps | 0 | 7
setup buffers | 1 | 5
resized | 2 | 34
setup endpoints to repair | 3 | 27
metal layers:
layer  vias to the layer above  track usage [%]  wire length [um]
li1                       2243                -                 -
met1                      2387            66.42              6916
met2                       438            63.36              7148
met3                       100            11.61              2299
met4                         0            20.49              1083
met5                         -                0                 0
worst paths after layout:
kind	cells after the start	to	slack, ns	from
worst max-delay path	7	data_out[0]	-0.001	data_in[27]
worst min-delay path	5	data_out[16]	2.33	shift_amt[2]
cells in the final DEF, fill, tap and decap left out, types with 4 or more instances in the layout:
cell type        instances
mux2_2                  31
o21ai_0                  8
mux2i_1                 47
nand3b_1                 4
o211ai_1                23
mux2_1                   4
a21oi_1                 19
buf_4                   97
nor2_1                  54
mux4_2                  25
a211oi_1                12
nand3_1                 17
a221o_1                  6
dlymetal6s2s_1          17
o22ai_1                 23
nor2b_1                  6
nor4_1                   4
a221oi_2                 4
mux2i_2                  6
nand2_1                 46
a31oi_1                  7
clkdlybuf4s50_1         48
a22oi_1                  6
o221ai_1                 7
a221oi_1                 4
o32ai_1                 10
o2111ai_1                5
nand2b_1                 8
final cells by class:
cell class	instances	area share (%)
multi-input cells	441	68.08
inverters	4	0.2884
well taps	99	2.379
repair buffers	170	29.25
cell families (layout without fill, tap and decap cells):
kind of cell	count (synthesis)	in the layout	share of synthesized area (%)
AND-OR/OR-AND	165	165	32.32
AND/OR/NAND/NOR	160	160	19.25
multiplexers	116	116	40.34
buffers and inverters	56	174	8.088
worst max-delay path, cell delays in order:
cell,delay [ns]
clkdlybuf4s50_1,0.43
buf_4,0.18
mux4_2,0.55
buf_4,0.18
a221oi_2,0.28
o311ai_2,0.16
clkdlybuf4s50_1,0.43
Power and IR drop assume default switching activity.
