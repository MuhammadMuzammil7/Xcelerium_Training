[design/flow/run.sh]
#!/bin/bash
# OpenROAD 26Q1-2900-gdf79404cd8, Yosys 0.63+post, stock flow scripts
make -C /OpenROAD-flow-scripts/flow DESIGN_CONFIG=/design/flow/config.mk WORK_HOME=/design/flow/orfs finish
[design/flow/config.mk]
export PLATFORM = sky130hd
export DESIGN_NAME = adder_tree_mult
export DESIGN_NICKNAME = adder_tree_mult
export VERILOG_FILES = /design/flow/design.v
export SDC_FILE = /design/flow/constraint.sdc
export NUM_CORES = 4
export LEC_CHECK = 1
export CORE_UTILIZATION = 50
[design/flow/constraint.sdc]
current_design adder_tree_mult

set clk_period 5.1
set clk_io_pct 0.2

create_clock -name clk0 -period $clk_period [get_ports {clk}]

set non_clock_inputs [all_inputs -no_clocks]
set_input_delay [expr $clk_period * $clk_io_pct] -clock clk0 $non_clock_inputs
set_output_delay [expr $clk_period * $clk_io_pct] -clock clk0 [all_outputs]
[design/flow/design.v]
module adder_tree_mult (
    input  logic        clk,
    input  logic        rst_n,
    input  logic [7:0]  a,
    input  logic [7:0]  b,
    output logic [15:0] P
);
    logic [7:0] a_reg, b_reg;
    always_ff @(negedge clk or negedge rst_n) begin
        if (!rst_n) begin
            a_reg <= 8'd0;
            b_reg <= 8'd0;
        end 
        else begin
            a_reg <= a;
            b_reg <= b;
        end
    end
    logic [15:0] pp [7:0];
    genvar i;
    generate
        for (i = 0; i < 8; i++) begin
            assign pp[i] = b_reg[i] ? (a_reg << i) : 16'd0;
        end
    endgenerate
    logic [15:0] s0, s1, s2, s3;
    logic [15:0] t0, t1;
    logic [15:0] P_comb;
    assign s0 = pp[0] + pp[1];
    assign s1 = pp[2] + pp[3];
    assign s2 = pp[4] + pp[5];
    assign s3 = pp[6] + pp[7];
    assign t0 = s0 + s1;
    assign t1 = s2 + s3;
    assign P_comb = t0 + t1;
    always_ff @(posedge clk or negedge rst_n) begin
        if (!rst_n)
            P <= 16'd0;
        else
            P <= P_comb;
    end
endmodule
==> summary.txt <==
run results: area grow syn2layout 41.1%, reg2reg start a_reg[3], number of global-route vias before repair 1942, Max Slew Vio Count 0, ys cells ~240, type of origin of the critical path register, H-tree levels 2, via count 1918, Fin Hold WS 1130 ps, clk latency late pin 290 ps, clk_skew 9.88 ps, OpenROAD warning count 29, Placer Congestion 0.872, CTS Root Cell clkbuf_8, CTS sink count 32, CTS clk-pin slew, worst paths 80 ps, core area between 5000 and 6000 um2, PwrDens just under 400 nW/um2, slew of the pin with the lowest slew margin around 400 ps, routed wire length 4.98 mm, ant diodes 0, worst reg2reg setup slack -1340 ps, mapped cell area roughly 2700 um2, CTS buffer count 5, critical register-to-register path endpoint P[13], final worst setup slack -1340 ps, Clock Path Buffers 2, Max FO, Critical Path 6, slowest stage delay, CP 530 ps, setup tns final -11720 ps, CTS tree yes, depth of the most critical reg-to-reg path 13, Critical Path End Type register, Synth Warn # 2, most numerous logic cells after layout buf_4 (45), and2_1 (40), fa_1 (34), Rel. slew slack 73.3%, drt drc 0, status finished with violations, Tightest Hold Check Type input port to asynchronous set/reset pin, # IOs 34, Avg Cell Area, Syn 11.4 um2, Pre-antenna DRT Iters 4, layout cells sized above 1 between 30% and 40%, ys flops 32, yosys stat area 2740 um2, first-pass GRT wire length 8.27 mm, Arr. time, crit path between 6000 and 7000 ps, CP Class register to register, Final Total Pwr 1.51 mW, Overall Global Routing Usage roughly a fifth, count of final setup violators 12, chip area 5780 um2, pin count of the biggest net entering global routing 33, Die Wd 76.0 um, peak supply drop 0.243 mV, slowest CP cell dfrtn_1, vias per inst between 4 and 5, FP Util 52.7%, critical path endpoint P[13], Final Hold Fails 0, Post-CTS Hold Buffers 0, DRT antenna net count 0, Seq/Total Area, Yosys 29.2%, I/O Buffers 33, Detailed Place HPWL 3.92 mm, routed len/inst 12.3 um, failing checks setup timing, initial antenna violation count 0, crit-path cells buf_4, and2_1, fa_1, fa_1, fa_1, ha_4, ha_4, fa_2, a21o_1, nand4_1, nand2_2, o41ai_2, xnor2_1, max reg flops 16, CP dominant cell by count fa_1, die height ~76 um, Mapped Cells 241, num rows 26, GR Overflow Total 0, Filler Cell Count 361, CP startpoint a_reg[3], Top cell excl fill/tap buf_4, Leak 1.90 nW, RSZ-0062 raised after global routing yes, distinct lib cells 28, Max-Cap Viols 0, initial DRC count 49, Crit path required time 5310 ps
## layout make-up
class                   instances  area (um2)  share of cell area [%]
clock buffers                   6        93.8                    2.43
multi-input cells             174        1990                    51.5
clock inverters                 2        15.0                   0.388
inverters                      35         131                    3.40
well taps                      70        87.6                    2.26
repair buffers                 85         747                    19.3
flip-flops and latches         32         801                    20.7
## critical path, delay by kind of cell, from the launching register on
kind,cells,cell delay (ps)
DFF,1,530
adders and majority gates,6,2120
xor gates and xnor gates,1,150
AOI/OAI and AO/OA,2,450
and+or+nand+nor,3,380
buffers and inverters,1,170
## synthesized netlist by cell type
cell type	count	share of area, %
and3_2	1	0.27
nor3_1	1	0.18
a211oi_2	1	0.46
a21oi_1	5	0.91
xnor2_1	6	1.9
ha_1	31	14
xor2_1	4	1.3
and2_1	47	11
a21o_1	2	0.55
nor2_1	1	0.14
o21ai_0	3	0.55
and3_1	2	0.46
nand2b_1	1	0.23
inv_1	35	4.8
o21ai_2	1	0.32
a31oi_2	1	0.46
nand2_1	20	2.7
or2_2	1	0.23
nand3_1	1	0.18
o41ai_2	2	1.2
o31a_1	1	0.32
nand2_2	1	0.23
nand2b_2	1	0.32
fa_1	38	28
dfrtn_1	16	15
or3_1	1	0.23
dfrtp_1	16	15
nand4_1	1	0.23
## metrics by stage
step | setup WS [ps] | cells | util (%) | cell area (um2)
floorplan | -1230 | 241 | - | 2810
global placement | -1430 | 382 | 67.4 | 3510
detailed placement | -1470 | 382 | 67.4 | 3510
CTS | -1390 | 392 | 71.0 | 3690
global route | -1470 | 404 | 74.3 | 3870
finish | -1340 | 404 | 74.3 | 3870
## report_power, final
group | leakage, nW | switching [mW] | total (mW) | internal [mW]
clock network | 0.0573 | 0.105 | 0.233 | 0.128
registers | 0.378 | 0.0252 | 0.343 | 0.317
logic | 1.47 | 0.392 | 0.939 | 0.548
total | 1.90 | 0.522 | 1.51 | 0.993
## cells by family after synthesis
logic type	count (synthesis)	synth area share (%)
buf+inv	35	4.79
fa+ha+maj	69	41.9
xor+xnor	10	3.19
flops	32	29.2
simple gates	79	16.2
compound gates	16	4.75
## timing repair
action	in CTS	in global routing
cloned	0	0
resized	13	21
pin swaps	11	16
buffers inserted	2	13
setup endpoints to repair	11	12
## worst min-delay path by stage
stage,slack [ps],end,from,depth (start not counted)
4_1_cts,1140,P[14],rst_n,2
6_report,1130,P[12],rst_n,2
5_1_grt,1160,P[8],rst_n,2
## metal layers
metal	share of wire [%]	wire length (um)	vias up	track usage, %
met5	0	0	-	0
met4	0.56	28	0	1.54
met3	3.8	190	2	4.14
met2	48	2390	33	31.2
met1	48	2370	945	29.2
li1	-	-	938	-
Power is estimated from default activity; no workload was simulated.
