`flow/run.sh`:
```
#!/bin/bash
# OpenROAD 26Q1-2900-gdf79404cd8, Yosys 0.63+post, stock flow scripts
make -C /OpenROAD-flow-scripts/flow DESIGN_CONFIG=/design/flow/config.mk WORK_HOME=/design/flow/orfs finish
```
`flow/config.mk`:
```
export PLATFORM = sky130hd
export DESIGN_NAME = multiplier_registered
export DESIGN_NICKNAME = multiplier_registered
export VERILOG_FILES = /design/flow/design.v
export SDC_FILE = /design/flow/constraint.sdc
export NUM_CORES = 4
export LEC_CHECK = 1
export CORE_UTILIZATION = 30
```
`flow/constraint.sdc`:
```
current_design multiplier_registered

set clk_period 11.6
set clk_io_pct 0.2

create_clock -name clk0 -period $clk_period [get_ports {clk}]

set non_clock_inputs [all_inputs -no_clocks]
set_input_delay [expr $clk_period * $clk_io_pct] -clock clk0 $non_clock_inputs
set_output_delay [expr $clk_period * $clk_io_pct] -clock clk0 [all_outputs]
```
`flow/design.v`:
```
module adderrow(sum, cout, a, b, cin);
    output logic [7:0] sum;
    output logic       cout;
    input  logic [7:0] a, b;
    input  logic       cin;
    logic [8:0] temp_sum;  
    assign temp_sum = a + b + cin;
    assign sum = temp_sum[7:0];
    assign cout = temp_sum[8];
endmodule
module androw(pp, a, b);
	output logic [7:0] pp;
	input logic [7:0] a;
	input logic b;
and AND0(pp[0], a[0], b);
and AND1(pp[1], a[1], b);
and AND2(pp[2], a[2], b);
and AND3(pp[3], a[3], b);
and AND4(pp[4], a[4], b);
and AND5(pp[5], a[5], b);
and AND6(pp[6], a[6], b);
and AND7(pp[7], a[7], b);
endmodule
module mult_row(sum_out, c_out, in1, a_in, b_in, c_in);
    output logic [7:0] sum_out;
    output logic       c_out;
    input  logic [7:0] in1;
    input  logic [7:0] a_in;
    input  logic       b_in;
    input  logic       c_in;
    logic [7:0] in2;
    androw AND_ROW (
        .pp(in2),
        .a (a_in),
        .b (b_in)
    );
    adderrow ADD_ROW (
        .a   (in1),
        .b   (in2),
        .cin (c_in),
        .sum (sum_out),
        .cout(c_out)
    );
endmodule
module multiplier(P, a, b);
    output logic [15:0] P;
    input  logic [7:0]  a, b;
    logic [7:0] w1, w2, w3, w4, w5, w6, w7, w8;
    logic       co_1, co_2, co_3, co_4, co_5, co_6, co_7;
    androw ROW0 (.pp(w1), .a(a), .b(b[0]));
    assign P[0] = w1[0];
    mult_row ROW1 (
        .a_in(a),
        .b_in(b[1]),
        .c_in(1'b0),
        .in1 ({1'b0, w1[7:1]}),
        .sum_out(w2),
        .c_out(co_1)
    );
    assign P[1] = w2[0];
    mult_row ROW2 (
        .a_in(a),
        .b_in(b[2]),
        .c_in(1'b0),
        .in1 ({co_1, w2[7:1]}),
        .sum_out(w3),
        .c_out(co_2)
    );
    assign P[2] = w3[0];
    mult_row ROW3 (
        .a_in(a),
        .b_in(b[3]),
        .c_in(1'b0),
        .in1 ({co_2, w3[7:1]}),
        .sum_out(w4),
        .c_out(co_3)
    );
    assign P[3] = w4[0];
    mult_row ROW4 (
        .a_in(a),
        .b_in(b[4]),
        .c_in(1'b0),
        .in1 ({co_3, w4[7:1]}),
        .sum_out(w5),
        .c_out(co_4)
    );
    assign P[4] = w5[0];
    mult_row ROW5 (
        .a_in(a),
        .b_in(b[5]),
        .c_in(1'b0),
        .in1 ({co_4, w5[7:1]}),
        .sum_out(w6),
        .c_out(co_5)
    );
    assign P[5] = w6[0];
    mult_row ROW6 (
        .a_in(a),
        .b_in(b[6]),
        .c_in(1'b0),
        .in1 ({co_5, w6[7:1]}),
        .sum_out(w7),
        .c_out(co_6)
    );
    assign P[6] = w7[0];
    mult_row ROW7 (
        .a_in(a),
        .b_in(b[7]),
        .c_in(1'b0),
        .in1 ({co_6, w7[7:1]}),
        .sum_out(w8),
        .c_out(co_7)
    );
    assign P[15:7] = {co_7, w8};
endmodule
module multiplier_registered (P, clk, rst_n, EA, EB, a, b);
    output logic [15:0] P;
    input  logic        clk;
    input  logic        rst_n;
    input  logic        EA, EB;
    input  logic [7:0]  a, b;
    logic [7:0]  A_reg, B_reg;
    logic [15:0] P_reg;
    always_ff @(posedge clk or negedge rst_n) begin
        if (!rst_n) begin
            A_reg <= 8'b0;
            B_reg <= 8'b0;
        end
        else begin
        if (EA)
            A_reg <= a;
        if (EB)
            B_reg <= b;
        end 
    end
    multiplier circuit (
        .a(A_reg),
        .b(B_reg),
        .P(P_reg)
    );
    always_ff @(posedge clk or negedge rst_n) begin
        if (!rst_n) 
            P <= 16'bx;
        else 
            P <= P_reg;
    end
endmodule
```
==> CHANGELOG.md <==
### Changed

- Core area: 0.0111 mm^2
- Fmax achieved: 137 MHz
- Final Setup Violations: 0
- CP startpoint kind: flip-flop
- Max-slew violation count: 0
- Worst-margin pin slew: 0.429 ns
- Post-detailed-routing wire length: 6960 um
- Crit-path max cell delay: 0.49 ns
- Placer congestion estimate: 0.871
- Post-CTS sizing: 0
- Min setup slack post-route: 4.28 ns
- Io pins: 36
- # Cells Yosys: 376
- Endpoints failing hold: 0
- Final min period: 7.32 ns
- Setup Skew: 0.00717 ns
- RSZ-0062 raised after global routing: false
- Worst Setup End Kind: flip-flop
- Drt via density: 4.74
- Die Height: 110 um
- Num CTS Buffers: 5
- Netlist cell types: 34
- MaxCap Viol Count: 0
- Via count: 2636
- Synth warnings: 1
- Number of flip-flops in the largest register: 16
- FA/HA/MAJ Cells, Area Fraction: 26.0%
- Mux area share: 5.18%
- Post-route cell area: 0.00415 mm^2
- Cts hold-fix bufs: 0
- Worst-case clock buffer depth: 2
- Simple share: 19.3%
- Slowest cell on the critical path: dfrtp_1
- Critical setup path kind: reg -> reg
- Number of global-route vias before repair: 2747
- Area Overhead vs Synth: 19.2%
- Initial antenna violation count: 0
- Drt drc: 0
- XOR-XNOR Cells, Area Fraction: 10.6%
- Utilization after layout: 37.4%
- Placed Cells: 548
- Main logic family: adder cells
- Diodes inserted: 0
- AO/OA Area Share: 13.5%
- Slew Limit Headroom: 71.3%
- Worst skew pair latency: 0.27 ns
- Die width: 110 um
- CP max FO: 9
- Fp util: 31.4%
- CTS clock-pin slew for the worst setup and hold paths: 0.05 ns
- First-pass GRT wire length: 12400 um
- WL/cell: 12.5 um
- Post-DP HPWL: 5600 um
- Mapped cell area: 0.00348 mm^2
- Row Count: 38
- Pin count of the biggest net entering global routing: 33
- Sequential fraction of the synthesis area: 23.0%
- Syn Inst Count: 376
- DRT iter0 DRCs: 67
- Die Size: 0.0120 mm^2
- Worst path arrival time: 7.51 ns
- Synthesized area per cell: 9.25 um^2
- Final period utilization: 63.1%
- Worst R2R Setup Slack: 4.28 ns
- Dpl ws: 4.28 ns
- Status: completed
- Hold Worst Slack: 0.682 ns
- Root Driver: clkbuf_16
- Tool Warnings: 31
- Pre-antenna DRT Iters: 4
- Chip area line of the yosys report: 0.00348 mm^2
- Global route overflow: 0
- Placed Area: 0.00400 mm^2
- Most numerous logic cell after layout: ha_1
- GRT Total Usage: 13.2%
- Worst hold path type: reg -> reg
- Share of layout cells above drive strength 1: 7.69%
- Non-Filler Instances: 556
- #FFs+latches synth: 32
- Antenna-violating nets left: 0
- Final TNS setup: 0 ns
- Top Layout Cells: ha_1, and2_1, clkdlybuf4s50_1, dfrtp_1, xnor2_1
- Postcts setup bufs: 0
- CP required: 11.79 ns
- CTS Sinks: 32
- H-tree Lvls: 2
- CTS tree: yes
- Port bufs: 35
==> metal layers <==
layer,track usage [%],vias to the layer above,wire length [um]
met5,0,-,0
met4,1.14,0,66
met3,1.39,4,127
li1,-,1370,-
met1,18.5,1236,3410
met2,22.9,26,3350
==> final timing paths <==
kind | from | end | depth (start not counted)
max | A_reg[1]$_DFFE_PN0P_ | P[14]$_DFF_PN0_ | 32
min | B_reg[5]$_DFFE_PN0P_ | B_reg[5]$_DFFE_PN0P_ | 1
max reg2reg | A_reg[1]$_DFFE_PN0P_ | P[14]$_DFF_PN0_ | 32
min reg2reg | B_reg[5]$_DFFE_PN0P_ | B_reg[5]$_DFFE_PN0P_ | 1
max in group asynchronous | rst_n | P[7]$_DFF_PN0_ | 2
min in group asynchronous | rst_n | A_reg[3]$_DFFE_PN0P_ | 2
==> cells by family after synthesis <==
group / Yosys count
flip-flops: 32
multiplexers: 16
buffers and inverters: 23
AND/OR/NAND/NOR: 121
adder cells (fa/ha/maj): 68
AND-OR/OR-AND: 74
XOR/XNOR: 42
==> cell usage after synthesis <==
master    count  area share, %
a31oi_1       6            1.1
a211oi_1      1           0.22
a21oi_2       3           0.76
o21a_1        5            1.1
xnor2_1      29            7.3
a21boi_1      1           0.22
or3_1         1           0.18
ha_1         61             22
clkbuf_1      4           0.43
nand2b_1      5           0.90
a31oi_2       1           0.36
o21bai_1      2           0.43
nor2b_1      10            1.8
o31ai_4       1           0.61
nor4_1        3           0.54
o21ai_0       6           0.86
a21oi_1      26            3.7
a21o_1        9            1.9
o22ai_1       1           0.18
nand3_1       5           0.72
xor2_1       13            3.3
dfrtp_1      32             23
nand2_1      17            1.8
and2_1       59             11
mux2_2       16            5.2
fa_1          7            4.0
o21ai_1      11            1.6
nand4_1       1           0.18
a311oi_2      1           0.43
nand3b_1      1           0.22
nand2_2       1           0.18
nand2b_2      1           0.25
inv_1        19            2.1
nor2_1       17            1.8
==> final cells by class <==
cell class,instances,area (um^2)
fillers,1108,6930
well taps,140,175
flip-flops and latches,32,801
clock buffers,7,143
multi-input cells,321,2590
inverters,19,71.3
clock inverters,1,7.51
repair buffers,36,358
==> worst max-delay path, delay by kind of cell (launching register included) <==
| family | cells | cell delay [ns] |
|---|---|---|
| XOR/XNOR | 7 | 1.10 |
| AND/OR/NAND/NOR | 4 | 0.73 |
| AND-OR/OR-AND | 13 | 2.51 |
| flip-flops | 1 | 0.49 |
| adder cells (fa/ha/maj) | 8 | 2.37 |
